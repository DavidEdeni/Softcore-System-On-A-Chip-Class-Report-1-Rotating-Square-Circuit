<file path="flow/design.v">
`timescale 1ns / 1ps  
module clockRate#(parameter N = 29)(  
    input logic clk,                  
    input logic rst,                  
    input logic en,                   
    output logic tic                  
    );
    logic [N-1:0] count, ncount;  
    always_ff@(posedge(clk), posedge(rst))  
        if(rst)                             
            count <= 0;                     
        else
            count <= ncount;                
    always_comb begin                   
        if(en)                          
            if(count < 10000000) begin  
                ncount = count + 1;     
            end
            else begin
                ncount = 0;             
            end
        else
            ncount = count;             
    end
    assign tic = (count == 1);  
endmodule  
`timescale 1ns / 1ps  
module digitSel(  
    input logic En,        
    input logic Cw,        
    input logic clk,       
    output logic side,     
    output logic [7:0] An  
    );
    logic [2:0] accu;  
    always @(posedge(clk)) begin   
        if(En) begin               
            if(Cw)                 
                accu <= accu + 1;  
            else                   
                accu <= accu - 1;  
            end
         else begin                
            accu <= 0;             
         end
     end
    always_comb  
        case (accu)  
            0: An[3:0] = 4'B1110;    
            1: An[3:0] = 4'B1101;    
            2: An[3:0] = 4'B1011;  
            3: An[3:0] = 4'B0111;   
            4: An[3:0] = 4'B0111;   
            5: An[3:0] = 4'B1011;  
            6: An[3:0] = 4'B1101;    
            7: An[3:0] = 4'B1110;    
        endcase 
    assign An[7:4] = 4'b1111;  
    assign side = accu[2];  
endmodule  
`timescale 1ns / 1ps  
module segSel(  
    input logic side,  
    output logic [6:0] CX  
    );
    always_comb begin  
        case (side)  
            1'b0:  
                CX <= 7'b0011100;  
            1'b1:  
                CX <= 7'b1100010;  
        endcase
    end
endmodule  
`timescale 1ns / 1ps  
module top(  
    input logic CLK100MHZ,  
    input logic [15:0] SW,  
    output logic CA,  
    output logic CB,  
    output logic CC,  
    output logic CD,  
    output logic CE,  
    output logic CF,  
    output logic CG,  
    output logic [7:0] An  
);
logic clk;  
logic side;  
logic [6:0] CX;  
clockRate #(.N(29)) clockRate(  
    .clk(CLK100MHZ),  
    .rst(0),  
    .en(1),  
    .tic(clk)  
    );
digitSel digitSel(  
    .En(SW[0]),  
    .Cw(SW[1]),  
    .clk(clk),  
    .side(side),  
    .An(An)  
    );
segSel segSel(  
    .side(side),  
    .CX(CX)  
    );
assign {CA, CB, CC, CD, CE, CF, CG} = CX[6:0];  
endmodule  
</file>
<file path="flow/run.sh">
#!/bin/bash
# OpenROAD 26Q1-2900-gdf79404cd8, Yosys 0.63+post, stock flow scripts
make -C /OpenROAD-flow-scripts/flow DESIGN_CONFIG=/design/flow/config.mk WORK_HOME=/design/flow/orfs finish
</file>
<file path="flow/config.mk">
export PLATFORM = sky130hd
export DESIGN_NAME = top
export DESIGN_NICKNAME = top
export VERILOG_FILES = /design/flow/design.v
export SDC_FILE = /design/flow/constraint.sdc
export NUM_CORES = 4
export LEC_CHECK = 1
export CORE_AREA = 10 10 101 101
export DIE_AREA = 0 0 111 111
</file>
<file path="flow/constraint.sdc">
current_design top

set clk_period 3.6
set clk_io_pct 0.2

create_clock -name clk0 -period $clk_period [get_ports {CLK100MHZ}]

set non_clock_inputs [all_inputs -no_clocks]
set_input_delay [expr $clk_period * $clk_io_pct] -clock clk0 $non_clock_inputs
set_output_delay [expr $clk_period * $clk_io_pct] -clock clk0 [all_outputs]
</file>
==> Slide: Implementation Results <==
Run Summary

Outcome
  • Outcome: completed

Synthesis
  • EDFF count, synth: 0
  • Mapped Area: 0.00168 mm²
  • Cells in synth_stat.txt: 187
  • Area leader share: 42.9%
  • Top cells by count: 36 x dfxtp_1, 17 x nor3_1, 12 x nand3_1
  • Synth area leaders: dfxtp_1 43%, nor3_1 5.1%, a211oi_1 4.5%, buf_4 4.5%, xnor2_1 4.2%
  • Synthesis area per yosys: about 0.0017 mm²
  • Synth Instances: 187
  • Total number of yosys warnings: 6
  • Syn avg cell area: roughly 9 µm²
  • Count leader, synth: dfxtp_1
  • Synth async-reset ratio: 0%
  • Cell accounting for the most synthesized area: dfxtp_1
  • Unique cell types: 36
  • Post-synth seq share: a little over two fifths
  • Post-synth regs: 36
  • Dominant flop cell: dfxtp_1

Clock tree
  • Skew-Pair Late Insertion Delay: 0.27 ns
  • Hold Buf Count CTS: 0
  • Number of gates resized after cts: 0
  • Inserted Clock Buffers: 5
  • CTS max path bufs: 2
  • CTS tree: done
  • Root Buffer Master: clkbuf_8
  • # Post-CTS Setup Buffers: 0
  • Clock transition at path regs: 0.06 ns
  • Depth of the CTS H-tree: 2

Timing
  • Slew HR: 56.8%
  • Register pins left without a clock: 7
  • RSZ-0062 raised after global routing: no
  • Final critical-path share of the clock period: 61.1%
  • Slew Limit Fails: 0
  • Fin. Hold Viols: 0
  • Tmin final: 2.20 ns
  • Final setup TNS: 0 ns
  • Endpoints left unconstrained: 17
  • Final setup violation count: 0
  • FMAX: 0.454 GHz
  • Worst-Margin Slew: between 0.6 and 0.7 ns
  • Final setup skew: ~0.0047 ns

Worst setup path
  • R2r setup slk: 1.40 ns
  • Worst-path maximum fanout: 11
  • Crit path DAT: 2.39 ns
  • CP required: 3.79 ns
  • CP endpoint kind: flip-flop
  • Type of the worst setup path: reg -> reg
  • Setup crit start kind: flip-flop
  • RR Startpoint: clockRate.count[0]$_SDFF_PP0_
  • R2R depth: 5
  • Worst flop-to-flop path endpoint: clockRate.count[20]$_SDFF_PP0_

Detailed routing
  • Pre-antenna DRT Iters: 4
  • Via/cell ratio: approximately 4.3
  • DR iter-0 viols: 42
  • Remaining DRCs: 0
  • DR WL/cell: 9.94 µm
  • Final wirelength: 3040 µm
  • Vias: 1,303
  • DRT antenna net count: 0
  • Antenna cell count: 0

Global routing
  • Global-route wire length before repair: 5400 µm
  • GRT Residual Overflow: 0
  • GRT Overall Usage: a little under 5%
  • Antenna violations before repair: 0
  • Number of global-route vias before repair: roughly 1,200
  • Pin count of the biggest net entering global routing: 16

Die
  • Core area: ~0.0081 mm²
  • Die Ht: 111 µm
  • FP Core Util: 20.7%
  • Die area: 0.0123 mm²
  • Die width: 111 µm
  • Rows: 33
  • Num ports: 32

Hold path
  • Worst hold start: clockRate.count[20]$_SDFF_PP0_
  • Tightest Hold Check Type: reg -> reg
  • WHS Path Cells: 2
  • Hold Path Sink: clockRate.count[20]$_SDFF_PP0_

Placed design
  • Post-DP HPWL: 2230 µm
  • RePlAce Congestion: 0.810
  • # port buffers: 12

Layout
  • Area Overhead vs Synth: 17.6%
  • Share of layout cells above drive strength 1: 6.97%

Power and ir drop
  • Power density over cell area: approximately 300 mW/mm²
  • Leakage: 0.000616 µW
  • Max IR drop VDD: slightly above 0.09 mV
  • Total power: 601 µW

Job
  • MaxCap Viol Count: 0
  • Log Warnings: 40
## metal layers
metal | vias up | wire [µm] | global-route usage, %
li1 | 679 | - | -
met1 | 604 | 1440 | 5.99
met2 | 15 | 1440 | 8.81
met3 | 5 | 92 | 1.09
met4 | 0 | 65 | 0.868
met5 | - | 0 | 0
## worst max-delay path by stage
stage,startpoint,depth (start not counted),to,slack [ns]
final,clockRate.count[0]$_SDFF_PP0_,5,clockRate.count[20]$_SDFF_PP0_,1.40
after global routing,clockRate.count[0]$_SDFF_PP0_,5,clockRate.count[20]$_SDFF_PP0_,1.28
after CTS,clockRate.count[0]$_SDFF_PP0_,5,clockRate.count[20]$_SDFF_PP0_,1.38
## cells in the final DEF, fill, tap and decap left out, types with 9 or more instances in the layout
| cell | netlist | layout |
|---|---|---|
| o21ai_0 | 10 | 10 |
| nor3_1 | 17 | 17 |
| dfxtp_1 | 36 | 36 |
| conb_1 | 2 | 10 |
| clkdlybuf4s50_1 | 0 | 12 |
| inv_1 | 9 | 9 |
| nand2_1 | 10 | 10 |
| nand3_1 | 12 | 12 |
| a211oi_1 | 10 | 10 |
| or3_1 | 10 | 10 |
## cells by family after synthesis
group           after synthesis  synth area share [%]
xor+xnor                     13                  6.78
compound gates               27                  11.0
simple gates                 79                  26.7
mux                           2                  1.19
flops                        36                  42.9
fa+ha+maj                     3                  2.68
buf+inv                      25                  8.34
other cells                   2                 0.447
## stage by stage
stage | setup slack [ns] | utilization [%] | cell area (µm²) | hold slack (ns) | std cells
floorplan | 1.59 | - | 1710 | 0.481 | 195
global placement | 1.45 | 23.2 | 1890 | 0.491 | 299
detailed placement | 1.41 | 23.2 | 1890 | 0.511 | 299
CTS | 1.38 | 24.3 | 1980 | 0.519 | 306
global route | 1.28 | 24.3 | 1980 | 0.561 | 306
finish | 1.40 | 24.3 | 1980 | 0.521 | 306
## power by group
part / switching (µW) / internal, µW
logic: 8.40 / 7.77
clock network: 108 / 151
registers: 1.01 / 325
total: 117 / 484
## area by class of cell
class                      instances  area (µm²)
multi-input combinational        134         861
timing repair buffer              15         143
clock buffer                       7        86.3
inverter                           9        33.8
tap                              105         131
fill                             848        6160
sequential                        36         721
## state kept, by name, indices dropped and copies added (netlist names)
| signal | flops |
|---|---|
| clockRate.count | 29 |
| An | 4 |
| digitSel.accu | 3 |
## worst max-delay path, stage by stage (launching register included)
cell and delay, ns:
dfxtp_1 0.41, ha_1 0.21, and3_1 0.28, or4b_4 0.57
or4_1 0.42, a211oi_1 0.23
Power is estimated from default activity; no workload was simulated.
